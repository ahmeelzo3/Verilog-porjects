### run.sh
#!/bin/bash
# OpenROAD 26Q1-2900-gdf79404cd8, Yosys 0.63+post, stock flow scripts
make -C /OpenROAD-flow-scripts/flow DESIGN_CONFIG=/design/flow/config.mk WORK_HOME=/design/flow/orfs finish
### config.mk
export PLATFORM = sky130hd
export DESIGN_NAME = trafic_light_controller
export DESIGN_NICKNAME = trafic_light_controller
export VERILOG_FILES = /design/flow/design.v
export SDC_FILE = /design/flow/constraint.sdc
export NUM_CORES = 4
export LEC_CHECK = 1
export CORE_AREA = 10 10 79 79
export DIE_AREA = 0 0 89 89
### constraint.sdc
current_design trafic_light_controller

set clk_period 2.2
set clk_io_pct 0.2

create_clock -name clk0 -period $clk_period [get_ports {clk}]

set non_clock_inputs [all_inputs -no_clocks]
set_input_delay [expr $clk_period * $clk_io_pct] -clock clk0 $non_clock_inputs
set_output_delay [expr $clk_period * $clk_io_pct] -clock clk0 [all_outputs]
### design.v
`timescale 1ns / 1ps
module fsm_controller(
        input s_a , s_b , clk , res_n , timer_done ,
        output reg Ga , Gb ,Ya , Yb , Ra , Rb ,
        output reg[5:0]t_max
    );
    parameter s0 = 3'b000 , s1 = 3'b001 , s2 = 3'b010 , s3 = 3'b011, s4 =3'b100 , s5 =3'b101  ;
    reg [2:0]s_next , s_reg ;
    always @(posedge clk , negedge res_n) 
        begin 
           if(res_n) s_reg <= s_next ;    
           else s_reg <= s0 ;             
        end
    always @(*)
     begin 
        s_next = s_reg ;
        case(s_reg)
         s0 : if (~s_b) s_next = s0 ;
              else if (s_b && timer_done) s_next = s1 ;
         s1 : if (timer_done) s_next = s2 ;
              else s_next = s1 ;
         s2 : if (timer_done) s_next = s3 ;
              else s_next = s2 ;
         s3 : if (~s_a && s_b) s_next = s4 ;
              else if (s_a || s_b) s_next = s5 ;
         s4 : if (!timer_done && !s_a && s_b) s_next = s4 ;
              else if (timer_done && (s_a || !s_b)) s_next = s5 ;
         s5 : if (timer_done) s_next = s0 ; 
         default : s_next = s0 ;
        endcase
     end
     always @(*) begin 
       Ga = 1'b0 ; Gb= 1'b0 ; Ya= 1'b0 ; Yb= 1'b0 ; Ra= 1'b0 ; Rb= 1'b0 ; t_max = 0; 
       case (s_reg)
        s0 : begin {Ga , Rb} = 2'b11 ;
             t_max = 60 ;
            end
        s1 : begin {Ya , Rb} = 2'b11 ;
             t_max = 5 ;
            end
        s2 : begin {Ra , Gb} = 2'b11 ;
             t_max = 59 ;
            end
        s3 : begin {Ra , Gb} = 2'b11 ;
              t_max = 1  ;
             end
        s4 : begin {Ra , Gb} = 2'b11 ;
              t_max = 10 ;
             end
        s5 : begin {Ra , Yb} = 2'b11 ;
             t_max = 5 ;
             end
       endcase
     end
endmodule
`timescale 1ns / 1ps
module timer_nbit #(parameter n = 6)(
    input clk , res_n ,en ,
    input [n-1:0]t_max ,
    output [n-1:0]t ,
    output timer_done
    );
    reg [n-1:0]Q_next , Q_reg ;
always @(*) begin
    Q_next = Q_reg ; 
    if (en) begin
        if ((Q_reg >= t_max)) Q_next = 'b0 ;
        else Q_next = Q_reg + 1'b1 ;
    end
    else Q_next = Q_reg ;
end
always@(posedge clk , negedge res_n) begin
    if (~res_n) Q_reg <= 0 ;
    else Q_reg <= Q_next ;
end
    assign t = Q_reg ;
    assign timer_done = (t == t_max) ;
endmodule
`timescale 1ns / 1ps
module trafic_light_controller(
        input clk , res_n , s_a , s_b ,
        output [5:0]t ,
        output Ga , Ra , Ya , Gb , Yb , Rb
    );
    wire t_done ;
    wire [5:0]t_max ;
    fsm_controller d1 (.s_a(s_a) ,.s_b(s_b) , .clk(clk) ,
                       .res_n(res_n) , .timer_done(t_done)
                       ,.t_max(t_max) , .Ga(Ga) , .Gb(Gb) ,
                       .Ra(Ra) , .Rb(Rb) , .Ya(Ya) , .Yb(Yb) 
                      ) ;
    timer_nbit#(.n(6)) d2 (.clk(clk) ,.res_n(res_n) ,
                           .t_max(t_max) , .en(1'b1) ,
                           .timer_done(t_done) ,.t(t) );
endmodule
==> impl_metrics.toml <==
# flow metrics
[route]
vias = 574
viasPerCell = 4.04
routed_wl_mm = 1.57
drc_errors = 0
drt-wirelength-per-cell_um = 11.0
firstDrtPassIters = 2
drt-initial-drc-count = 23
n_antenna_cell = 0
antenna_left = 0

[timing]
worstMarginPinSlew_ns = 0.527
final.period_utilization_pct = 96.5
rsz0062_at_grt = "no"
slew_headroom_pct = 64.8
drv_slew = 0
hold_viol_final = 0
setup_viol = 0
finalCriticalPeriod_ns = 2.12
fin_worst_skew_ns = 0.00268
setup_tns_ns = 0
fmax_ghz = 0.471

[power_and_ir_drop]
p_leak_nw = 0.424
power.density_mw_per_mm2 = 464
p_int_w = 0.000353
ir_drop_uv = 145
combPwrFrac_pct = 2.7
clock_power_share_pct = 46.4
sw_frac_of_total_pct = 18.8
switching_power_w = 0.0000816
seq_power_share_pct = 50.9

[layout]
layout-drive-gt1-share_pct = 9.09
area_growth_pct = 39.2
regArea_um2 = 303
fill_cells = 488
layout.cells.non_filler = 142
logic_area_um2 = 357
largest_reg_flops = 6
utilization_pct = 20.1

[global_routing]
grt_usage_pct = 3.96
antenna_found_initial = 0
grt_overflow_total = 0
grt_max_degree = 13
first_global_vias = 589
grt_pass1_wl_mm = 2.56

[logic_synthesis]
syn-instance-count = 69
ys_seq_elements = 12
simple_gate_share_pct = 25.8
largest_area_cell = "dfrtp_1"
synth_seq_share_pct = 44.8
yosysWarningCount = 2
ys_cells = 69
synth_cell_types = 26
synth.cellmix.adderShare_pct = 13.0
xor_share_pct = 5.20
ys_area_um2 = 673
topCombFamilyByArea = "simple AND/OR/NAND/NOR gates"
synthMuxAreaShare_pct = 0
area_leaders = "dfrtp_1, ha_1, nor2_1, dfstp_2, nand2_1"
synth_top_area_share_pct = 40.9
syn_area_per_cell_um2 = 9.76
synth_area_um2 = 673
aoi_share_pct = 8.92

[clock_tree]
clock_latency_ns = 0.24
h-tree-depth = 1
cts_tree = "done"
ctsResizeCount = 0
postCtsHoldBufs = 0
cts_buffers = 3
clk_pin_slew_ns = 0.05
clock_sinks = 12
post_cts_buffers = 0
cts_root_buf = "clkbuf_8"
clockBufferDepth = 2

[setup_path]
crit_arrival_ns = 1.68
worstPathMaxFanout = 7
critPathKind = "flop to output pin"
setup.worst_path.end_class = "output pin"
cp-start-kind = "flop"
worstPathRequired_ns = 1.76

[flow_run]
openroad.warnings = 25
cap_violations = 0

[floorplan]
fp_util_pct = 14.4
die_x_um = 89
rows = 25
core_mm2 = 0.00466
die_area_mm2 = 0.00792
die_h_um = 89
io_pins = 16

[placement]
gp_congestion = 0.809
dp_cells = 138
io_buffers = 15
dp_hpwl_mm = 1.26

[run_status]
status = "finished clean"

[min_path]
hold_class = "flop to flop"
[logic make-up (layout without fill, tap and decap cells)]
family / after synthesis / count (layout)
simple gates: 33 / 33
xor+xnor: 4 / 4
flops: 12 / 12
buf+inv: 4 / 23
fa+ha+maj: 7 / 7
compound gates: 9 / 9
[layout by cell type (no fill, tap or decap), drive strengths merged]
master          n
or3             1
or4             1
a32o            1
nand3           6
nand2           7
xnor2           1
dfstp           1
clkdlybuf4s50  15
nor3            1
nand4           1
or2             2
nor2b           1
a21oi           2
and3            2
clkbuf          4
nor2           10
a22o            1
a31oi           1
dfrtp          11
xor2            3
ha              7
inv             4
a21o            2
o21ai           2
and4            1
[layer usage]
layer  vias up  GRT usage, %  part of all wire (%)
met3         2          1.19                   3.9
met4         0          1.01                   2.1
li1        280             -                     -
met5         -             0                     0
met2         7          6.98                    53
met1       285          4.56                    41
[power groups by stage]
stage | Sequential (W) | Clock (W) | Combinational, W
6_report | 0.000221 | 0.000202 | 0.0000119
4_1_cts | 0.000221 | 0.000210 | 0.0000120
5_1_grt | 0.000221 | 0.000224 | 0.0000132
[layout make-up]
cell class | instances | area share, %
clock buffers | 4 | 4.81
multi-input cells | 53 | 38.1
repair buffers | 15 | 16.0
well taps | 54 | 7.21
inverters | 4 | 1.60
flip-flops and latches | 12 | 32.3
[per-stage QoR]
step	hold slack, ns	power (W)	worst slack [ns]	cell area [µm²]
4_1_cts	0.524	0.000443	0.0541	936
5_1_grt	0.543	0.000458	0.00926	937
2_1_floorplan	0.144	0.000226	0.421	673
3_3_place_gp	0.521	0.000237	0.276	891
6_report	0.528	0.000435	0.0781	937
3_5_place_dp	0.516	0.000237	0.302	891
[path summary, 6_finish.rpt]
kind | start | to | cells past startpoint | slack [ns]
min in group asynchronous | res_n | d2.Q_reg[0] | 1 | 0.55
max in group asynchronous | res_n | async pin | 1 | 1.27
max | flop | Ra | 3 | 0.08
min | d1.s_reg[0] | d1.s_reg[0] | 2 | 0.53
max reg2reg | d1.s_reg[3] | d2.Q_reg[2] | 7 | 0.27
min reg2reg | d1.s_reg[0] | d1.s_reg[0] | 2 | 0.53
[critical path: stages, from the launching register on]
cell,delay [ns]
dfrtp_2,0.43
or3_1,0.40
or2_1,0.21
clkdlybuf4s50_1,0.40
[cells in the mapped netlist]
library cell and instances:
a22o_1 1, inv_1 4, or2_1 1, o21ai_1 1, o21ai_0 1, and3_1 2
or4_1 1, dfstp_2 1, or3_1 1, ha_1 7, nor2_1 10, a21o_1 2
or2_2 1, nand4_1 1, nor3_1 1, a31oi_1 1, nor2b_1 1, a21oi_1 2
and4_4 1, nand2_1 7, nand3_1 5, a32o_1 1, xnor2_1 1, nand3_4 1
dfrtp_1 11, xor2_1 3
Power figures rest on the tool's default switching activity, not on a simulated workload.
