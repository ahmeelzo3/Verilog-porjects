===== design.v =====
module asynch_fifo #(parameter ADDR_WIDTH = 4 , DATA_WIDTH = 8 )(
    input wr_clk , rd_clk ,
    input wr_en , rd_en ,
    input wr_rst_n , rd_rst_n ,
    input [DATA_WIDTH-1:0]wr_data ,
    output full , empty ,
    output[DATA_WIDTH-1:0] rd_data
  );
  wire [ADDR_WIDTH:0] rd_q2_wr_ptr ;
  wire [ADDR_WIDTH:0] wr_addr_gray ;
  wire [ADDR_WIDTH-1:0] wr_addr_bin;
  wr_ptr_full #(.ADDR_WIDTH(ADDR_WIDTH)) WRITE_BLOCK (
                .wr_clk(wr_clk),
                .wr_rst_n(wr_rst_n),
                .wr_en(wr_en),
                .rd_q2_wr_ptr(rd_q2_wr_ptr),
                .wr_addr_bin(wr_addr_bin),
                .wr_addr_gray(wr_addr_gray),
                .wr_full(full)
              );
  wire [ADDR_WIDTH  :0] wr_q2_rd_ptr_gray ;
  wire [ADDR_WIDTH  :0]       rd_ptr_gray ;
  wire [ADDR_WIDTH-1:0]        rd_ptr_bin ;
  rd_ptr_empty  #(.ADDR_WIDTH(ADDR_WIDTH)) READ_BLOCK (
                  .rd_clk(rd_clk),
                  .rd_en(rd_en) ,
                  .rd_rst_n(rd_rst_n),
                  .wr_q2_rd_ptr_gray(wr_q2_rd_ptr_gray),
                  .rd_ptr_gray(rd_ptr_gray),
                  .rd_ptr_bin(rd_ptr_bin),
                  .empty(empty)
                );
  bram_simple_dual_port #(.ADDR_WIDTH(ADDR_WIDTH), .DATA_WIDTH(DATA_WIDTH)) FIFO_MEMORY_BLOCK (
                          .rd_clk(rd_clk),
                          .rd_en(rd_en && !empty),
                          .wr_clk(wr_clk),
                          .wr_en(wr_en && !full),
                          .add_rd(rd_ptr_bin),
                          .add_wr(wr_addr_bin),
                          .data_wr(wr_data),
                          .data_rd(rd_data)
                        );
  synchronizer  #(.WIDTH(ADDR_WIDTH)) WRITE_SYNCHRONISER_BLOCK (
                  .clk(rd_clk),
                  .reset_n(rd_rst_n),
                  .data_in(wr_addr_gray),
                  .data_out(wr_q2_rd_ptr_gray)
                );
  synchronizer  #(.WIDTH(ADDR_WIDTH)) READ_SYNCHRONISER_BLOCK (
                  .clk(wr_clk),
                  .reset_n(wr_rst_n),
                  .data_in(rd_ptr_gray),
                  .data_out(rd_q2_wr_ptr)
                );
endmodule
`timescale 1ns / 1ps
module bram_simple_dual_port#(parameter ADDR_WIDTH = 10 , DATA_WIDTH = 8 )(
    input wr_clk,rd_clk ,
    input wr_en ,rd_en ,
    input [ADDR_WIDTH-1:0] add_rd , add_wr ,
    input [DATA_WIDTH-1:0]data_wr,
    output reg [DATA_WIDTH-1:0]data_rd
  );
  reg [DATA_WIDTH-1:0] memory[0:2**ADDR_WIDTH-1];
  always @(posedge wr_clk)
  begin
    if (wr_en)
    begin
      memory[add_wr]<= data_wr ;
    end
  end
  always @(posedge rd_clk)
  begin
    if (rd_en)
    begin
      data_rd <=  memory[add_rd];
    end
  end
endmodule
`timescale 1ns/1ps
module rd_ptr_empty #(parameter ADDR_WIDTH = 4)(
    input rd_clk ,
    input rd_en , rd_rst_n,
    input [ADDR_WIDTH:0] wr_q2_rd_ptr_gray ,
    output [ADDR_WIDTH-1:0] rd_ptr_bin ,
    output  [ADDR_WIDTH:0] rd_ptr_gray ,
    output reg empty
  );
  reg [ADDR_WIDTH:0] q_rd_ptr_bin , q_rd_ptr_bin_next ;
  reg [ADDR_WIDTH : 0 ] q_rd_ptr_gray , q_rd_ptr_gray_next ;
  always @(posedge rd_clk or negedge rd_rst_n)
  begin
    if(!rd_rst_n)
    begin
      q_rd_ptr_bin <= 0 ;
    end
    else
    begin
      q_rd_ptr_bin <= q_rd_ptr_bin_next ;
    end
  end
  assign  rd_ptr_bin = q_rd_ptr_bin[ADDR_WIDTH-1:0] ;
  always @(*)
  begin
    if (rd_en&& !empty)
    begin
      q_rd_ptr_bin_next = q_rd_ptr_bin + 1 ;
    end
    else
    begin
      q_rd_ptr_bin_next = q_rd_ptr_bin ;
    end
  end
  always @(posedge rd_clk or negedge rd_rst_n)
  begin
    if (!rd_rst_n)
    begin
      empty <= 1 ;
    end
    else
    begin
      empty <= (q_rd_ptr_gray_next == wr_q2_rd_ptr_gray);
    end
  end
  always @(posedge rd_clk or negedge rd_rst_n)
  begin
    if (!rd_rst_n)
    begin
      q_rd_ptr_gray <= 0 ;
    end
    else
    begin
      q_rd_ptr_gray <= q_rd_ptr_gray_next ;
    end
  end
  assign  rd_ptr_gray = q_rd_ptr_gray ;
  always @(*)
  begin
    q_rd_ptr_gray_next = (q_rd_ptr_bin_next>>1)^q_rd_ptr_bin_next ;
  end
endmodule
`timescale 1ns / 1ps
module synchronizer#(parameter WIDTH = 4)(
    input clk , reset_n ,
    input [WIDTH:0] data_in ,
    output reg [WIDTH:0] data_out
  );
  reg [WIDTH:0] q1 ;
  always @(posedge clk or negedge reset_n)
    if(!reset_n)
    begin
      q1<= 0;
      data_out<= 0;
    end
    else
    begin
      data_out <= q1 ;
      q1<= data_in;
    end
endmodule
`timescale 1ns / 1ps
module wr_ptr_full #(parameter ADDR_WIDTH = 4)(
    input wr_clk ,
    input wr_en ,
    input wr_rst_n ,
    input [ADDR_WIDTH:0]rd_q2_wr_ptr,
    output [ADDR_WIDTH-1:0]wr_addr_bin ,
    output reg [ADDR_WIDTH:0]wr_addr_gray ,
    output reg wr_full
  );
  reg [ADDR_WIDTH:0] q_wr_addr_bin ;
  reg [ADDR_WIDTH:0] q_wr_addr_bin_next , q_wr_addr_gray_next ;
  wire counter_en ;
  assign counter_en = wr_en && !wr_full ;
  assign  wr_addr_bin = q_wr_addr_bin[ADDR_WIDTH-1:0];
  always @(*)
  begin
      q_wr_addr_bin_next = q_wr_addr_bin + counter_en ;
  end
  always @(posedge wr_clk or negedge wr_rst_n)
  begin
    if(!wr_rst_n)
    begin
      q_wr_addr_bin <= 0 ;
    end
    else
    begin
      q_wr_addr_bin <= q_wr_addr_bin_next ;
    end
  end
  always @(posedge wr_clk or negedge wr_rst_n)
  begin
    if(!wr_rst_n)
    begin
      wr_addr_gray <= 0 ;
    end
    else
    begin
      wr_addr_gray <= q_wr_addr_gray_next ;
    end
  end
  always @(*)
  begin
    q_wr_addr_gray_next = q_wr_addr_bin_next ^ (q_wr_addr_bin_next>>1);
  end
  always @(posedge wr_clk or negedge wr_rst_n)
  begin
    if(!wr_rst_n)
    begin
      wr_full <= 0 ;
    end
    else
    begin
      wr_full <= (q_wr_addr_gray_next == {~rd_q2_wr_ptr[ADDR_WIDTH:ADDR_WIDTH-1],rd_q2_wr_ptr[ADDR_WIDTH-2:0]});
    end
  end
endmodule

===== run.sh =====
#!/bin/bash
# OpenROAD 26Q1-2900-gdf79404cd8, Yosys 0.63+post, stock flow scripts
make -C /OpenROAD-flow-scripts/flow DESIGN_CONFIG=/design/flow/config.mk WORK_HOME=/design/flow/orfs finish

===== config.mk =====
export PLATFORM = sky130hd
export DESIGN_NAME = asynch_fifo
export DESIGN_NICKNAME = asynch_fifo
export VERILOG_FILES = /design/flow/design.v
export SDC_FILE = /design/flow/constraint.sdc
export NUM_CORES = 4
export LEC_CHECK = 1
export CORE_UTILIZATION = 50

===== constraint.sdc =====
current_design asynch_fifo

set clk_period 3.3
set clk_io_pct 0.2

create_clock -name clk0 -period $clk_period [get_ports {rd_clk}]
create_clock -name clk1 -period $clk_period [get_ports {wr_clk}]

set non_clock_inputs [all_inputs -no_clocks]
set_input_delay [expr $clk_period * $clk_io_pct] -clock clk0 $non_clock_inputs
set_output_delay [expr $clk_period * $clk_io_pct] -clock clk0 [all_outputs]

==> results.sh <==
# yosys + openroad results
export IMPL_outcome="completed"
export IMPL_cts_resized=0
export IMPL_hpwl_um=7730
export IMPL_worstMarginPinSlew_ns=0.730
export IMPL_swShare=0.290
export IMPL_grt_max_degree=32
export IMPL_cap_violations=0
export IMPL_syn2layout_area_growth_pct=18.2
export IMPL_crit_buf_inv=2
export IMPL_synth_area_um2=6710
export IMPL_drc=0
export IMPL_num_vias=3217
export IMPL_drive_gt1_frac=0.188
export IMPL_async_reset_ff_frac=0.227
export IMPL_gp_congestion=0.792
export IMPL_rsz0062_at_grt="no"
export IMPL_rr_startpoint="READ_BLOCK.q_rd_ptr_bin[2]"
export IMPL_power_density_nw_per_um2=939
export IMPL_cpPeakStageDelay_ns=0.48
export IMPL_arrival_ns=2.58
export IMPL_startpoint_type="input pin"
export IMPL_top_cell_area_share=0.609
export IMPL_relSlewSlack=0.512
export IMPL_path_max_fanout=11
export IMPL_critPathKind="in2reg"
export IMPL_crit_path_end_kind="flip-flop"
export IMPL_avgSynthCellArea_um2=18.3
export IMPL_clock_sinks=176
export IMPL_viasPerCell=5.34
export IMPL_yosysWarnings=4
export IMPL_ys_flop_type="edfxtp_1"
export IMPL_yosysChipArea_um2=6710
export IMPL_setup_viol=0
export IMPL_tritoncts="done"
export IMPL_startpoint="rd_en"
export IMPL_initCoreUtil=0.523
export IMPL_crit_family="buffers and inverters"
export IMPL_seqPwrFrac=0.424
export IMPL_maxSlewViolCount=0
export IMPL_area_leaders="edfxtp_1 61%, dfrtp_1 15%, mux4_2 5.4%, mux2i_1 3.7%, xnor2_1 1.8%"
export IMPL_core_area_um2=12800
export IMPL_clkPwrFrac=0.292
export IMPL_crit_slowest_cell="clkdlybuf4s50_1"
export IMPL_portBuffers=22
export IMPL_grt_total_usage=0.203
export IMPL_whs_ns=0.232
export IMPL_routed_wl_um=11800
export IMPL_ys_seq_frac=0.759
export IMPL_syn_inst=366
export IMPL_edf_count=136
export IMPL_p_int_mw=5.28
export IMPL_wl_per_cell_um=19.6
export IMPL_hold_violations=0
export IMPL_most_common_layout_cells="136 x edfxtp_1, 38 x dfrtp_1, 25 x mux2i_1"
export IMPL_min_from="READ_BLOCK.q_rd_ptr_gray[2]"
export IMPL_p_leak_nw=2.83
export IMPL_io_pins=24
export IMPL_hp_class="reg2reg"
export IMPL_yosysUniqueCellTypes=36
export IMPL_ys_cells=366
export IMPL_die_h_um=118
export IMPL_grt_overflow_total=0
export IMPL_top_area_cell="edfxtp_1"
export IMPL_rows=41
export IMPL_ys_ff=176
export IMPL_fill_cells=920
export IMPL_first_global_vias=3392
export IMPL_die_area_um2=13900
export IMPL_drtIter0Drc=187
export IMPL_grt_pass1_wl_um=19000
export IMPL_final_common_cell="edfxtp_1"
export IMPL_ir_drop_mv=0.390
export IMPL_postCtsSetupRepairBufs=0
export IMPL_cp_data_required_time_ns=3.46
export IMPL_clk_pin_slew_ns=0.07
export IMPL_antennaDiodeCount=0
export IMPL_fin_skew_ns=0.00972
export IMPL_antenna_found_initial=0
export IMPL_combinationalPowerShare=0.285
export IMPL_setup_tns_ns=0
export IMPL_worstPathCellList="clkdlybuf4s50_1 > nor2b_4 > buf_4 > nand2_1 > xor3_1 > or3_1 > a2111oi_2"
export IMPL_switchingPower_mw=2.16
export IMPL_die_x_um=118
export IMPL_first_pass_iters=5
export IMPL_holdBufCountCts=0
export IMPL_ant_nets=0
export IMPL_tool_warnings=26
[cell usage after synthesis (4+ instances only)]
| cell type | number |
|---|---|
| a21oi_1 | 8 |
| a221oi_1 | 8 |
| a22oi_1 | 8 |
| buf_2 | 6 |
| clkbuf_1 | 7 |
| dfrtp_1 | 39 |
| edfxtp_1 | 136 |
| mux2_2 | 8 |
| mux2i_1 | 25 |
| mux4_2 | 16 |
| nand2_1 | 11 |
| nand3_1 | 5 |
| nor2_1 | 13 |
| nor3_1 | 4 |
| o21ai_0 | 18 |
| xnor2_1 | 14 |
| xor2_1 | 11 |
[final cells by class]
class                           instances  area, um^2  area share
Clock buffer                           24         537      0.0678
Clock inverter                         12         138      0.0174
Inverter                                3        11.3     0.00142
Multi-Input combinational cell        169        1520       0.192
Sequential cell                       176        5090       0.642
Tap cell                              172         215      0.0272
Timing Repair Buffer                   46         413      0.0521
[path summary, 6_finish.rpt]
kind	end	slack [ns]	cells after the start
worst max-delay path	READ_BLOCK.empty	0.88	7
worst min-delay path	READ_SYNCHRONISER_BLOCK.q1[2]	0.23	0
worst max register to register	READ_BLOCK.empty	0.96	5
worst min register to register	READ_SYNCHRONISER_BLOCK.q1[2]	0.23	0
max in group clk1	WRITE_BLOCK.wr_full	0.88	9
max in group asynchronous	READ_BLOCK.empty	2.30	2
min in group clk0	WRITE_SYNCHRONISER_BLOCK.data_out[0]	0.35	0
min in group asynchronous	WRITE_BLOCK.wr_addr_gray[4]	0.58	2
[registers in the layout (all words and copies together) (netlist names), 5 cells and up]
signal	cells
FIFO_MEMORY_BLOCK.memory	128
FIFO_MEMORY_BLOCK.data_rd	8
READ_BLOCK.q_rd_ptr_gray	5
READ_SYNCHRONISER_BLOCK.data_out	5
READ_SYNCHRONISER_BLOCK.q1	5
WRITE_BLOCK.wr_addr_gray	5
WRITE_SYNCHRONISER_BLOCK.data_out	5
WRITE_SYNCHRONISER_BLOCK.q1	5
[layer usage]
layer | GRT usage | vias to the layer above | routed length (um) | part of all wire
li1 | - | 1519 | - | -
met1 | 0.369 | 1571 | 5350 | 0.45
met2 | 0.267 | 110 | 5200 | 0.44
met3 | 0.0894 | 17 | 1040 | 0.088
met4 | 0.0393 | 0 | 239 | 0.020
met5 | 0 | - | 0 | 0
[per-stage QoR]
stage                     setup WS, ns  utilization  power (mW)  cell area (um^2)  instances
after floorplan                  0.902            -        4.61              6710        366
after global placement           0.517        0.565        5.30              7250        566
after detailed placement         0.475        0.565        5.29              7250        566
after CTS                        0.861        0.618        7.50              7920        602
after global routing             0.688        0.618        7.85              7920        602
final                            0.880        0.618        7.44              7920        602
[logic make-up (layout without fill, tap and decap cells)]
| group | after synthesis | in the layout | share of synthesized area |
|---|---|---|---|
| buf+inv | 21 | 85 | 0.0146 |
| xor+xnor | 27 | 27 | 0.0396 |
| mux | 49 | 49 | 0.104 |
| fa+ha+maj | 3 | 3 | 0.00560 |
| compound gates | 44 | 44 | 0.0422 |
| flops | 176 | 176 | 0.759 |
| simple gates | 46 | 46 | 0.0351 |
[power by group through the flow]
| stage | registers, mW | clock network, mW | logic [mW] |
|---|---|---|---|
| finish | 3.15 | 2.17 | 2.12 |
| global route | 3.21 | 2.30 | 2.34 |
| CTS | 3.15 | 2.21 | 2.13 |
Power is estimated from default activity; no workload was simulated.
